--- config.mk ---
export PLATFORM = sky130hd
export DESIGN_NAME = FUNCTF
export DESIGN_NICKNAME = FUNCTF
export VERILOG_FILES = /design/flow/design.v
export SDC_FILE = /design/flow/constraint.sdc
export NUM_CORES = 4
export LEC_CHECK = 1
export CORE_AREA = 10 10 70 70
export DIE_AREA = 0 0 80 80
--- constraint.sdc ---
current_design FUNCTF

set clk_period 1.9
set clk_io_pct 0.2

create_clock -name clk0 -period $clk_period

set non_clock_inputs [all_inputs -no_clocks]
set_input_delay [expr $clk_period * $clk_io_pct] -clock clk0 $non_clock_inputs
set_output_delay [expr $clk_period * $clk_io_pct] -clock clk0 [all_outputs]
--- design.v ---
module FUNCTF (
	I,
	RATE,
	FI
);
input [4:0]
	I;	 
input [1:0]
	RATE;	 
output [2:0]
	FI;	 
reg [2:0]
	FI;	 
reg [4:0]
	IM;  
always @(RATE or I)
begin
case (RATE)
 3:begin				 
	IM = I[1] ?3-I&1:I&1;	 
	case (IM)			 
	 1: FI=7;			 
	 default: FI=0;			 
	endcase				 
 end
 2:begin 				 
	IM = I[2] ?7-I&3:I&3;	 
	case (IM)			 
	 3: FI=7;			 
	 2: FI=2;			 
	 1: FI=1;			 
	 default: FI=0;			 
	endcase				 
 end
 1:begin				 
	IM = I[3] ?15-I&7:I&7;	 
	case (IM)			 
	 7: FI=7;			 
	 6: FI=3;			 
	 5: FI=1;			 
	 4: FI=1;			 
	 3: FI=1;			 
	 default: FI=0;			 
	endcase				 
 end
 default:begin				 
	IM = I[4] ?31-I&15:I&15;  
	case (IM)			 
	 15: FI=6;			 
	 14: FI=6;			 
	 13: FI=5;			 
	 12: FI=4;			 
	 11: FI=3;			 
	 10: FI=2;			 
	 9: FI=1;			 
	 8: FI=1;			 
	 7: FI=1;			 
	 6: FI=1;			 
	 5: FI=1;			 
	 default: FI=0;			 
	endcase				 
 end
endcase
end
endmodule  
--- run.sh ---
#!/bin/bash
# OpenROAD 26Q1-2900-gdf79404cd8, Yosys 0.63+post, stock flow scripts
make -C /OpenROAD-flow-scripts/flow DESIGN_CONFIG=/design/flow/config.mk WORK_HOME=/design/flow/orfs finish
==> impl_metrics.py <==
# Auto-generated metrics
metrics = {
    "status": {
        "status": "completed",
    },
    "pwr": {
        "pwr-share-seq": 0,
        "sw_frac_of_total": 0.4576,
        "clkPwrFrac": 0,
        "p_leak_nw": 0.2053,
        "netSwitchingPower_mw": 0.04665,
        "power_mw": 0.1019,
        "intPower_mw": 0.05529,
        "p_per_area_nw_per_um2": 207.8,
        "pwr-share-comb": 1.000,
        "ir_drop_uv": 59.95,
    },
    "final_layout": {
        "utilization": 0.1436,
        "flops": 0,
        "fillers": 421,
        "instances_no_fill": 108,
        "final_area_um2": 490.5,
        "regArea_um2": 0,
        "clock_buffers": 0,
        "combGateArea_um2": 276.5,
        "syn2layout_area_growth_pct": 58.06,
        "final_layout_size_suffix_gt1_frac": 0.4516,
    },
    "grt": {
        "grt_pass1_wl_mm": 1.566,
        "grt_max_degree": 9,
        "antenna_found_initial": 0,
        "grt_usage": 0.02909,
        "grt_pass1_vias": 340,
        "grt_overflow_total": 0,
    },
    "worst_setup_path": {
        "cp-end-kind": "output port",
        "cp.required_ps": 1520,
        "startpoint_type": "primary input",
        "crit_arrival_ps": 1450,
        "endpoint": "FI[0]",
        "cp_max_fo": 3,
        "crit_type": "primary input to output port",
        "crit_start": "I[0]",
    },
    "synthesis": {
        "syn_inst": 48,
        "yosysMostFrequentCell": "nand2_1",
        "yosys.area.top_type": "nand2_1",
        "synth.top_cell.area_share": 0.08468,
        "synth_seq_share": 0,
        "yosysWarnings": 1,
        "synth.cell_area_um2": 310.3,
        "common_cells": "7 x nand2_1, 5 x o21ai_0, 4 x a21oi_1",
        "yosys_cells": 48,
        "syn_avg_cell_area_um2": 6.465,
        "yosysChipArea_um2": 310.3,
        "ys_top_cells_by_area": "nand2_1 8.5%, o21ai_0 8.1%, buf_6 7.3%, a21oi_1 6.5%, a221oi_2 4.8%",
        "yosysUniqueCellTypes": 29,
    },
    "placement": {
        "pre_cts_slack_ps": -724.4,
        "gp_congestion": 0.8139,
        "port_buffers": 10,
        "dpl.hpwl_um": 798,
        "placedCellCount": 108,
        "placed_area_um2": 500.5,
    },
    "sta": {
        "whs_ps": 1259,
        "max_freq_mhz": 545.6,
        "slew_violations": 0,
        "post-route-min-period_ps": 1833,
        "setup_tns_ps": 0,
        "rsz0062_at_grt": "no",
        "tightestPinTransition_ps": 256.2,
        "finalHoldViolations": 0,
        "layout_setup_ws_ps": 67.12,
        "finalSetupViolCount": 0,
        "period_used_share": 0.9647,
        "relSlewSlack": 0.8292,
    },
    "floorplanning": {
        "rows": 21,
        "coreArea_um2": 3416,
        "initial_core_util": 0.09084,
        "io_pins": 10,
        "dieHeight_um": 80,
        "die_w_um": 80,
        "chipArea_um2": 6400,
    },
    "route": {
        "detail_route.first_pass.iterations": 2,
        "antenna_left": 0,
        "antenna_cells": 0,
        "via_per_inst": 3.333,
        "vias": 360,
        "wl_per_cell_um": 9.148,
        "wl_um": 988,
        "drc": 0,
        "first_iter_violations": 19,
    },
    "flow_run": {
        "warnings": 32,
        "drv_cap": 0,
    },
    "hold_path": {
        "hold_path.class": "primary input to output port",
    },
    "clock_tree": {
        "ctsHoldBuffers": 0,
    },
}
## critical path: stages
cell             delay, ps
clkdlybuf4s15_2        200
nor2b_2                130
o21ai_0                 80
a32o_2                 280
a221oi_2               240
buf_2                  140
## cells in the final DEF, fill, tap and decap left out
cell type and n:
xor2_1 1, buf_4 9, clkdlybuf4s15_2 2, nor3b_1 1, a21oi_2 1, nor2_1 1
a221oi_2 1, nor2_2 1, and3b_1 1, o211ai_1 1, nor2b_2 1, o22ai_1 1
xnor2_1 1, inv_1 2, a21oi_1 4, o21ai_2 1, dlygate4sd2_1 2, a32o_2 1
and2b_1 1, a21o_1 1, nand2b_1 2, nand2_1 7, o22ai_2 1, or2_2 1
nand3b_1 1, mux2i_1 1, buf_2 3, o221a_2 1, o21ai_0 4, buf_6 1
clkbuf_2 3, o21ai_1 1, o22a_1 1, or3b_4 1
## kinds of logic (layout without fill, tap and decap cells)
family,Yosys count,count (layout),synth area share
AND-OR/OR-AND,19,19,0.4234
AND/OR/NAND/NOR,18,18,0.3267
buffers and inverters,8,22,0.1613
XOR/XNOR,2,2,0.05646
multiplexers,1,1,0.03226
## routing by layer
metal  vias up  GRT usage  share of wire
li1        198          -              -
met1       156    0.04153           0.51
met2         6    0.04334           0.42
met3         0    0.01023          0.077
met4         0          0              0
met5         -          0              0
## area by class of cell
type | count | area share
multi-input cells | 40 | 0.5638
repair buffers | 20 | 0.3036
well taps | 46 | 0.1173
inverters | 2 | 0.01531
## power by group through the flow
stage     Clock [mW]  Combinational (mW)  Sequential, mW
4_1_cts            0               0.105               0
5_1_grt            0               0.114               0
6_report           0               0.102               0
## worst min-delay path by stage
| stage | from | end | slack (ps) | cells past startpoint |
|---|---|---|---|---|
| after CTS | I[2] | FI[0] | 1270 | 5 |
| after global routing | I[2] | FI[0] | 1320 | 5 |
| final | I[2] | FI[0] | 1260 | 5 |
## what timing repair did
| item | in CTS | in global routing |
|---|---|---|
| gates resized | 33 | 4 |
| setup buffers | 1 | 0 |
| endpoints found under the setup margin | 3 | 3 |
| pin swaps | 5 | 1 |
No activity file was given, so power comes from the tool's default toggle rates.
