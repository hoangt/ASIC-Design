<file path="./run.sh">
#!/bin/bash
# OpenROAD 26Q1-2900-gdf79404cd8, Yosys 0.63+post, stock flow scripts
make -C /OpenROAD-flow-scripts/flow DESIGN_CONFIG=/design/flow/config.mk WORK_HOME=/design/flow/orfs finish
</file>
<file path="./config.mk">
export PLATFORM = sky130hd
export DESIGN_NAME = FUNCTW
export DESIGN_NICKNAME = FUNCTW
export VERILOG_FILES = /design/flow/design.v
export SDC_FILE = /design/flow/constraint.sdc
export NUM_CORES = 4
export LEC_CHECK = 1
export CORE_AREA = 10 10 70 70
export DIE_AREA = 0 0 80 80
</file>
<file path="./constraint.sdc">
current_design FUNCTW

set clk_period 1.8
set clk_io_pct 0.2

create_clock -name clk0 -period $clk_period

set non_clock_inputs [all_inputs -no_clocks]
set_input_delay [expr $clk_period * $clk_io_pct] -clock clk0 $non_clock_inputs
set_output_delay [expr $clk_period * $clk_io_pct] -clock clk0 [all_outputs]
</file>
<file path="./design.v">
module FUNCTW (
	I,
	RATE,
	WI
       );
input[4:0]
	I;	 
input[1:0]
	RATE;	 
output [11:0]
	WI;	 
reg[11:0]
	WI;	 
reg[4:0]
	IM;	 
always @(RATE or I)
begin
case (RATE)
 3:begin					 
	IM = I[1] ?(3-I)&1:I&1;		 
	case (IM)				 
	 1: WI=439;				 
	 default: WI=4074;			 
	endcase					 
 end
 2:begin					 
	IM = I[2] ?(7-I)&3:I&3;		 
	case (IM)				 
	 3: WI=582;				 
	 2: WI=137;				 
	 1: WI=30;				 
	 default: WI=4092;			 
	endcase					 
 end
 1:begin					 
	IM = I[3] ?(15-I)&7:I&7;		 
	case (IM)				 
	 7: WI=1122;				 
	 6: WI=355;				 
	 5: WI=198;				 
	 4: WI=112;				 
	 3: WI=64;				 
	 2: WI=41;				 
	 1: WI=18;				 
	 default: WI=4084;			 
	endcase					 
 end
 default:begin					 
	IM = I[4] ?(31-I)&15:I&15;	 
	case (IM)				 
	 15: WI=696;				 
	 14: WI=529;				 
	 13: WI=440;				 
	 12: WI=358;				 
	 11: WI=280;				 
	 10: WI=219;				 
	 9: WI=179;				 
	 8: WI=141;				 
	 7: WI=100;				 
	 6: WI=58;				 
	 5: WI=41;				 
	 4: WI=40;				 
	 3: WI=39;				 
	 2: WI=24;				 
	 default: WI=14;			 
	endcase					 
 end
endcase
end
endmodule  
</file>
==> run summary <==
This memo summarizes the results of the implementation run.

Global route
The global-route total usage across every layer is 15.2%. The fraction of met3 tracks used by global routing is 1.59%. The global route stage reports its total congestion overflow as 0. Entering global routing, the biggest net connects 20 pins. The routing usage on met1 is 20.7%.

On met2, the global router reports a usage of 25.8%. The layer with the highest usage is met2. The number of global-route vias before repair came to 1609. The first-pass GRT wire length is 8160 um. The number of antenna violations at the first check in global routing came to 0.

Routing
The average vias per placed instance is 5.84. Dividing the detail-routed wire length by the instance count gives 19.0 um. For this block, the via count after detailed routing is 1663. The first detailed-routing pass ran for 4 iterations. The aggregate routed wire length is 5420 um.

Per the log, the first TritonRoute iteration ended with a DRC count of 166. The routed design ends up with an antenna cell count of 0. The post-detailed-route count of antenna-violating nets is 0. The number of remaining DRC errors is 0.

Synthesis
The biggest area consumer among synthesized cells is sky130_fd_sc_hd__ha_1. The area share of the largest cell type after synthesis is 11.8%. The instance count of the mapped netlist is 159. The commonest cells after synthesis are sky130_fd_sc_hd__a21oi_1, sky130_fd_sc_hd__inv_1, sky130_fd_sc_hd__buf_2, sky130_fd_sc_hd__ha_1, sky130_fd_sc_hd__o21ai_0. The yosys cell count is 159. The dominant cell by count in the synthesized netlist is sky130_fd_sc_hd__a21oi_1. Sorting the synthesized cells by area gives the leading types as sky130_fd_sc_hd__ha_1, sky130_fd_sc_hd__a21oi_1, sky130_fd_sc_hd__xnor2_1, sky130_fd_sc_hd__buf_2, sky130_fd_sc_hd__o21ai_0. The sequential cell area fraction in the yosys report is 0%. The synthesized netlist occupies a cell area of 0.00106 mm^2. The chip area estimate from yosys synthesis is 0.00106 mm^2. In this run, distinct cell masters in the synthesized netlist total 49. The average size of a mapped cell is 6.69 um^2. Counting the warning lines in the Yosys log gives 1.

Power and ir drop
In this run the power density over the cells is 319 mW/mm^2. The highest supply drop recorded on VDD is 0.211 mV. The standby leakage power is 0.00101 uW.

STA
The period utilization is 134%. The count of endpoints failing hold in the final timing report is 0. The worst pin sits at a relative slew slack of 70.8%. The count of final max-slew check failures is 0.

The post-route minimum period is 2.41 ns. The highest clock rate is 416 MHz. Once routing completed, OpenROAD measured the worst setup slack at -0.605 ns. Setup repair after global routing could not meet its margin everywhere. The tightest hold path in the finished design has a slack of 1.25 ns. The setup-violating endpoint count in the final report is 11.

The slew at the pin closest to its max-slew limit is 0.435 ns. Setup total negative slack on the finished layout was measured at -4.81 ns.

Setup path
The timing report shows the most common cell along the critical path to be sky130_fd_sc_hd__buf_6. The report shows a maximum critical-path fanout of 3. Among all stages on the critical path, the largest delay is contributed by sky130_fd_sc_hd__a2111oi_4. The setup path with the least slack is of type primary input to output port. On the worst path, the slowest cell contributes a delay of 0.42 ns.

The family with the most delay on the worst path is AND-OR/OR-AND gates. In this run the critical path is formed by buf_6 -> buf_6 -> xor2_4 -> buf_6 -> ha_4 -> buf_4 -> nand3b_1 -> o311ai_4 -> a2111oi_4 -> a311oi_2 -> buf_2. The endpoint type of the worst setup path is an output port.

The critical path launch point type is a primary input. The OpenROAD report gives the critical path a data arrival time of 2.05 ns. The required time at the worst endpoint is listed as 1.44 ns. The critical path contains buffers and inverters numbering 5 combined.

Finish
The number of filler cells placed in the layout is 202. The final layout contains a sequential cell count of 0. The area growth from synthesis to final layout is 125%. The finished layout reports a core utilization of 70.1%.

Per the layout report, the design carries 0 clock buffers. The footprint of the multi-input gates is 0.00136 mm^2. The total area of sequential cells is 0 um^2.

The post-route netlist has 64.0% of its cells at a drive strength greater than 1.

Min path
The most critical min-delay path falls under primary input to output port.

Die
The floorplan report gives the top-level pin count as 19. The die is 80 um tall. The die area is 0.00640 mm^2. The horizontal die dimension reported for this design is 80 um. Once the floorplan was initialized, standard cells occupied 31.1% of the core. The standard-cell row count is 21. The region available for standard cell placement spans 0.00342 mm^2.

Placed design
The wire-length estimate of the detail-placed layout is 2890 um. The final weighted congestion recorded by global placement is 0.954. The total of buffers placed on input and output ports is 19.

The post-placement setup slack is -1.38 ns.

Status
The final reports fail on negative setup slack. The run finished, with violations left.

Job
Across all stage logs, warnings added up to 43. The max capacitance violation total is 0.

Clocking
Buffers inserted to repair hold after CTS numbered 0.
what timing repair did:
action                     CTS  global route
resized                    139            30
hold endpoints to repair     0             0
setup endpoints to repair   12            12
pin swaps                   35            16
gates cloned                 2             0
setup buffers               23             3
report_power, final:
part / switching, uW / internal (uW)
sequential: 0 / 0
clock: 0 / 0
combinational: 355 / 409
total: 355 / 409
cell usage in the layout, fill, tap and decap left out, drive strengths merged, types with 2 or more instances in the layout:
| cell | instances |
|---|---|
| nand2b | 4 |
| xor2 | 5 |
| buf | 91 |
| o22ai | 3 |
| dlygate4sd2 | 3 |
| nor3 | 7 |
| a21oi | 14 |
| o21ai | 10 |
| or3 | 2 |
| o31ai | 2 |
| or2 | 3 |
| nor3b | 3 |
| mux2i | 3 |
| nor2 | 8 |
| clkbuf | 2 |
| a221oi | 4 |
| nand3 | 3 |
| xnor2 | 6 |
| a22oi | 3 |
| a211oi | 3 |
| nor2b | 4 |
| o211ai | 4 |
| inv | 11 |
| ha | 10 |
| a311oi | 5 |
| o311ai | 2 |
| nand2 | 5 |
per-stage QoR:
stage,cell area (um^2),instances,total power [uW]
floorplan,1200,159,281
finish,2390,285,764
global placement,1720,260,508
detailed placement,1720,260,512
CTS,2250,282,662
global route,2390,285,810
final timing paths:
check	startpoint	to	slack, ns	cells past startpoint
worst min-delay path	RATE[0]	WI[5]	1.25	3
worst max-delay path	I[4]	WI[5]	-0.61	11
routing by layer:
metal / up-vias / wire [um]
li1: 757 / -
met1: 829 / 2460
met2: 69 / 2470
met3: 8 / 425
met4: 0 / 72
met5: - / 0
cell type report:
type,instances,share of cell area (%)
multi-input combinational,131,56.7
timing repair buffer,97,39.0
tap,46,2.40
inverter,11,1.83
cell families after synthesis:
kind of cell               share of synthesized area (%)
and+or+nand+nor                                     22.4
adders and majority gates                           12.7
muxes                                               3.88
buffers and inverters                               12.5
xor gates and xnor gates                            9.06
AOI/OAI and AO/OA                                   39.5
Power figures rest on the tool's default switching activity, not on a simulated workload.
