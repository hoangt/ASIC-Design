==> /design/flow/design.v <==
module FLOATB (
	SR ,
 	SR0
        );
input	[15:0] SR ;      
output	[10:0] SR0 ;  
wire [15:0] 
	SRS;	 
wire [3:0] 
	EXP;	 
wire [5:0]
	MANT;	 
wire [14:0]
	MAG;	 
assign SRS = SR[15];  
assign MAG = SRS ? (17'd65536-SR) : SR;   
assign EXP = (MAG >= 15'd16384) ? 15:
	     (MAG >= 15'd8192) ? 14:
	     (MAG >= 15'd4096) ? 13:
	     (MAG >= 15'd2048) ? 12:
	     (MAG >= 15'd1024) ? 11:
	     (MAG >= 15'd512)  ? 10:
	     (MAG >= 15'd256)  ?  9:
	     (MAG >= 15'd128)  ?  8:
	     (MAG >=  15'd64)  ?  7:
	     (MAG >=  15'd32)  ?  6:
	     (MAG >=  15'd16)  ?  5:
	     (MAG >=   15'd8)  ?  4:
	     (MAG >=   15'd4)  ?  3:
	     (MAG >=   15'd2)  ?  2:
	     (MAG ==   15'd1)  ?  1:
	     (MAG ==   15'd0)  ?  0:
				  0;
assign MANT = (MAG==0) ? (1<<5) : ({ MAG , 6'b000000}>> EXP);	 
assign SR0 = {SRS,EXP,MANT};	 
endmodule  
==> /design/flow/run.sh <==
#!/bin/bash
# OpenROAD 26Q1-2900-gdf79404cd8, Yosys 0.63+post, stock flow scripts
make -C /OpenROAD-flow-scripts/flow DESIGN_CONFIG=/design/flow/config.mk WORK_HOME=/design/flow/orfs finish
==> /design/flow/config.mk <==
export PLATFORM = sky130hd
export DESIGN_NAME = FLOATB
export DESIGN_NICKNAME = FLOATB
export VERILOG_FILES = /design/flow/design.v
export SDC_FILE = /design/flow/constraint.sdc
export NUM_CORES = 4
export LEC_CHECK = 1
export CORE_AREA = 10 10 76 76
export DIE_AREA = 0 0 86 86
==> /design/flow/constraint.sdc <==
current_design FLOATB

set clk_period 10.5
set clk_io_pct 0.2

create_clock -name clk0 -period $clk_period

set non_clock_inputs [all_inputs -no_clocks]
set_input_delay [expr $clk_period * $clk_io_pct] -clock clk0 $non_clock_inputs
set_output_delay [expr $clk_period * $clk_io_pct] -clock clk0 [all_outputs]
==> impl_report.txt <==
RUN METRICS
----------------------------------------------------
[Run]
  Number of warnings in the stage logs ........................ 32
  Number of max-cap violations ........................ 0

[Synthesis]
  Post-synth cell types ........................ 61
  Cells in synth_stat.txt ........................ 183
  Post-synth design cell area ........................ 0.001304 mm2
  Seq/Total Area, Yosys ........................ 0%
  Number of cells produced by synthesis ........................ 183
  Synthesis warning total ........................ 0
  Synthesis area per yosys ........................ 0.001304 mm2
  Average cell area after synthesis ........................ 7.124 um2

[STA]
  Setup violation total in the final timing report ........................ 0
  Final Max-Slew Violation Tally ........................ 0
  Shortest period the worst path allows ........................ 8.615 ns
  Total negative slack ........................ 0 ns
  Worst Max-Slew Pin Slew ........................ 0.5817 ns
  Count of endpoints failing hold in the final timing report ........................ 0
  Final worst path period share ........................ 82.05%
  Relative slew margins ........................ 60.61%
  Achievable clock frequency ........................ 116.1 MHz
  Unrepaired setup endpoints after global routing ........................ false

[Routing]
  Detailed route wirelength on metal3 ........................ 190 um
  DRT antenna net count ........................ 0
  Met2 wire len ........................ 1.883 mm
  Final WL ........................ 3.961 mm
  First drt pass iteration count ........................ 4
  Number of diodes ........................ 0
  Highest routing layer actually used ........................ met4
  Drt first-iter violations ........................ 181
  Final routed wire length divided by cell count ........................ 16.10 um
  Total number of vias ........................ 1525
  Metal-1 WL ........................ 1.834 mm
  Avg Vias per Cell ........................ 6.199
  Post-route DRC violation count ........................ 0

[Die]
  Pre-Place Util ........................ 31.68%
  Die Area ........................ 0.007396 mm2
  Die extent in y ........................ 86 um
  Row Count ........................ 23
  Core area ........................ 0.004115 mm2
  Count of boundary I/O pins ........................ 27
  Width of the chip ........................ 86 um

[Worst setup path]
  Crit path kind ........................ primary input to output pin
  Largest driver fanout on the critical path ........................ 12
  Crit path from ........................ SR[0]
  CP required ........................ 8.40 ns
  End point of the critical path ........................ SR0[4]
  Worst Setup End Kind ........................ output pin
  CP startpoint kind ........................ primary input
  CP Data Arrival Time ........................ 6.51 ns

[Hold path]
  Worst min-delay path category ........................ primary input to output pin

[Clock tree]
  CTS hold repair buffers ........................ 0
  Number of resized instances in the post-cts repair step ........................ 0
  Post-CTS setup-driven buffer insertion count ........................ 0

[Power and ir drop]
  Cell leakage power ........................ 0.4777 nW
  Power density relative to cell area ........................ 52.76 mW/mm2
  VDD IR-drop max ........................ 0.01543 mV

[GRT]
  Residual overflow from global routing ........................ 0
  Number of global-route vias before repair ........................ 1393
  Wire length of the first global-routing pass ........................ 6.548 mm
  Largest net degree at the start of global routing ........................ 33
  Initial antenna violation count ........................ 0
  GRT Overall Usage ........................ 10.08%

[Placement]
  Final weighted congestion in routability-driven placement ........................ 0.9448
  Placed instance count ........................ 246
  Dpl hpwl ........................ 3.126 mm
  Count of buffers from port buffering ........................ 26

[Finish]
  Filler Cells Inserted ........................ 415
  Area growth syn-to-layout ........................ 18.91%
  Number of clock-tree buffers in the layout ........................ 0
  Number of standard cells in the final layout excluding fillers ........................ 246
  Sequential cells ........................ 0
  Flop area ........................ 0 um2
  Proportion of layout cells with a drive suffix above 1 ........................ 9.694%

[Run status]
  Result of the run ........................ completed

----------------------------------------------------
-- placed cells by master, fill, tap and decap left out, types with 3 or more instances in the layout --
cell,netlist,final
o31ai_1,4,4
o21ai_0,10,10
o2111ai_1,3,3
a31oi_1,4,4
nor2_1,12,12
mux2i_1,6,6
nand2_1,8,8
nand4_1,3,3
nor2b_1,5,5
nand2b_1,3,3
nor3_1,4,4
o211ai_1,6,6
nand3_1,7,7
a211oi_1,9,9
inv_1,6,6
a211oi_2,3,3
xnor2_1,5,5
and2_1,5,5
a221oi_1,3,3
o41ai_1,3,3
nor4_1,3,3
a21oi_1,7,7
clkdlybuf4s50_1,0,26
xor2_1,7,7
-- Yosys cell counts, drive strengths merged (4+ instances only) --
master  number  area [um2]
and2         5       31.28
mux2i        6       60.06
xor2         7       61.31
a31oi        4       25.02
inv          7       28.78
a211oi      12       105.1
nand2        8       30.03
o41ai        4       53.81
nand3        7       35.03
clkbuf       5       18.77
nor4         4       31.28
xnor2        5       43.79
o211ai       7       57.55
nor2b        6       45.04
a21oi        9       60.06
buf         10       72.56
nor2        12       45.04
o21ai       11       55.05
o31ai        4       30.03
or4          4       37.53
nor3         4       20.02
-- cells by family after synthesis --
| group | share of synthesized area [%] |
|---|---|
| other | 0.2876 |
| muxes | 5.470 |
| buffers and inverters | 9.213 |
| adders and majority gates | 0.9595 |
| and+or+nand+nor | 30.04 |
| xor gates and xnor gates | 8.061 |
| AOI/OAI and AO/OA | 45.97 |
-- routing by layer --
layer	vias up	GRT usage, %
met5	-	0
li1	762	-
met4	0	1.347
met1	719	13.46
met2	40	17.51
met3	4	0.7626
-- critical path, stage by stage --
cell and delay [ns]:
clkdlybuf4s50_1 0.74, inv_1 0.12, ha_1 0.28, or3b_1 0.46, a2111oi_1 0.12, o311ai_1 0.57
o211ai_2 0.17, a221o_1 0.42, a21oi_4 0.33, inv_4 0.12, a211oi_2 0.28, nor4_1 0.09
a211oi_1 0.21, clkdlybuf4s50_1 0.49
-- layout make-up --
cell class         instances  area, um2  share of cell area, %
inverters                  7      28.78                  1.856
multi-input cells        161       1184                  76.35
well taps                 50      62.56                  4.036
repair buffers            28      275.3                  17.76
-- worst min-delay path by stage --
stage	from	end	depth (start not counted)
4_1_cts	SR[15]	SR0[10]	3
5_1_grt	SR[15]	SR0[10]	3
6_report	SR[15]	SR0[10]	3
-- stage by stage --
step                setup WS, ns  area (um2)  util (%)  power (mW)  hold slack, ns
finish                     1.885        1550     37.67     0.08179           5.261
detailed placement         1.916        1550     37.67     0.08116           5.270
global route               1.598        1550     37.67     0.08968           5.298
floorplan                  3.354        1304         -     0.05133           4.266
CTS                        1.915        1550     37.67     0.08152           5.272
global placement           1.913        1550     37.67     0.08257           5.279
-- report_power, final --
| group | switching, mW | total [mW] | internal [mW] |
|---|---|---|---|
| sequential | 0 | 0 | 0 |
| clock | 0 | 0 | 0 |
| combinational | 0.0436 | 0.0818 | 0.0382 |
Power is estimated from default activity; no workload was simulated.
